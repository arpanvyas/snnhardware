### design/flow/design.v
`timescale 1ns/1ps
module divide_replace(
    input clk,
    input rst,
    input[10:0] val_out3,
    output[7:0] val_out4
    );
	function inbetween(input [10:0] low, value, high); 
	begin
		inbetween = value >= low && value <= high;
	end
	endfunction
	reg[7:0]	val_out4;
	always@(posedge clk, posedge rst)
	begin
	if(rst) begin
		val_out4	<= 0;
	end else begin
	case (1)
		inbetween(63,val_out3,192): val_out4  <= 255;
		inbetween(193,val_out3,193): val_out4 <= 198 ;
		inbetween(194,val_out3,194): val_out4 <= 197 ;
		inbetween(195,val_out3,195): val_out4 <= 196 ;
		inbetween(196,val_out3,196): val_out4 <= 195 ;
		inbetween(197,val_out3,197): val_out4 <= 194 ;
		inbetween(198,val_out3,198): val_out4 <= 193 ;
		inbetween(199,val_out3,200): val_out4 <= 192 ;
		inbetween(201,val_out3,201): val_out4 <= 191 ;
		inbetween(202,val_out3,202): val_out4 <= 190 ;
		inbetween(203,val_out3,203): val_out4 <= 189 ;
		inbetween(204,val_out3,204): val_out4 <= 188 ;
		inbetween(205,val_out3,205): val_out4 <= 187 ;
		inbetween(206,val_out3,206): val_out4 <= 186 ;
		inbetween(207,val_out3,207): val_out4 <= 185 ;
		inbetween(208,val_out3,208): val_out4 <= 184 ;
		inbetween(209,val_out3,209): val_out4 <= 183 ;
		inbetween(210,val_out3,210): val_out4 <= 182 ;
		inbetween(211,val_out3,212): val_out4 <= 181 ;
		inbetween(213,val_out3,213): val_out4 <= 180 ;
		inbetween(214,val_out3,214): val_out4 <= 179 ;
		inbetween(215,val_out3,215): val_out4 <= 178 ;
		inbetween(216,val_out3,216): val_out4 <= 177 ;
		inbetween(217,val_out3,218): val_out4 <= 176 ;
		inbetween(219,val_out3,219): val_out4 <= 175 ;
		inbetween(220,val_out3,220): val_out4 <= 174 ;
		inbetween(221,val_out3,221): val_out4 <= 173 ;
		inbetween(222,val_out3,223): val_out4 <= 172 ;
		inbetween(224,val_out3,224): val_out4 <= 171 ;
		inbetween(225,val_out3,225): val_out4 <= 170 ;
		inbetween(226,val_out3,227): val_out4 <= 169 ;
		inbetween(228,val_out3,228): val_out4 <= 168 ;
		inbetween(229,val_out3,229): val_out4 <= 167 ;
		inbetween(230,val_out3,231): val_out4 <= 166 ;
		inbetween(232,val_out3,232): val_out4 <= 165 ;
		inbetween(233,val_out3,234): val_out4 <= 164 ;
		inbetween(235,val_out3,235): val_out4 <= 163 ;
		inbetween(236,val_out3,237): val_out4 <= 162 ;
		inbetween(238,val_out3,238): val_out4 <= 161 ;
		inbetween(239,val_out3,240): val_out4 <= 160 ;
		inbetween(241,val_out3,241): val_out4 <= 159 ;
		inbetween(242,val_out3,243): val_out4 <= 158 ;
		inbetween(244,val_out3,244): val_out4 <= 157 ;
		inbetween(245,val_out3,246): val_out4 <= 156 ;
		inbetween(247,val_out3,247): val_out4 <= 155 ;
		inbetween(248,val_out3,249): val_out4 <= 154 ;
		inbetween(250,val_out3,250): val_out4 <= 153 ;
		inbetween(251,val_out3,252): val_out4 <= 152 ;
		inbetween(253,val_out3,254): val_out4 <= 151 ;
		inbetween(255,val_out3,256): val_out4 <= 150 ;
		inbetween(257,val_out3,257): val_out4 <= 149 ;
		inbetween(258,val_out3,259): val_out4 <= 148 ;
		inbetween(260,val_out3,261): val_out4 <= 147 ;
		inbetween(262,val_out3,263): val_out4 <= 146 ;
		inbetween(264,val_out3,264): val_out4 <= 145 ;
		inbetween(265,val_out3,266): val_out4 <= 144 ;
		inbetween(267,val_out3,268): val_out4 <= 143 ;
		inbetween(269,val_out3,270): val_out4 <= 142 ;
		inbetween(271,val_out3,272): val_out4 <= 141 ;
		inbetween(273,val_out3,274): val_out4 <= 140 ;
		inbetween(275,val_out3,276): val_out4 <= 139 ;
		inbetween(277,val_out3,278): val_out4 <= 138 ;
		inbetween(279,val_out3,280): val_out4 <= 137 ;
		inbetween(281,val_out3,282): val_out4 <= 136 ;
		inbetween(283,val_out3,284): val_out4 <= 135 ;
		inbetween(285,val_out3,286): val_out4 <= 134 ;
		inbetween(287,val_out3,288): val_out4 <= 133 ;
		inbetween(289,val_out3,290): val_out4 <= 132 ;
		inbetween(291,val_out3,293): val_out4 <= 131 ;
		inbetween(294,val_out3,295): val_out4 <= 130 ;
		inbetween(296,val_out3,297): val_out4 <= 129 ;
		inbetween(298,val_out3,300): val_out4 <= 128 ;
		inbetween(301,val_out3,302): val_out4 <= 127 ;
		inbetween(303,val_out3,304): val_out4 <= 126 ;
		inbetween(305,val_out3,307): val_out4 <= 125 ;
		inbetween(308,val_out3,309): val_out4 <= 124 ;
		inbetween(310,val_out3,312): val_out4 <= 123 ;
		inbetween(313,val_out3,314): val_out4 <= 122 ;
		inbetween(315,val_out3,317): val_out4 <= 121 ;
		inbetween(318,val_out3,320): val_out4 <= 120 ;
		inbetween(321,val_out3,322): val_out4 <= 119 ;
		inbetween(323,val_out3,325): val_out4 <= 118 ;
		inbetween(326,val_out3,328): val_out4 <= 117 ;
		inbetween(329,val_out3,331): val_out4 <= 116 ;
		inbetween(332,val_out3,333): val_out4 <= 115 ;
		inbetween(334,val_out3,336): val_out4 <= 114 ;
		inbetween(337,val_out3,339): val_out4 <= 113 ;
		inbetween(340,val_out3,342): val_out4 <= 112 ;
		inbetween(343,val_out3,345): val_out4 <= 111 ;
		inbetween(346,val_out3,349): val_out4 <= 110 ;
		inbetween(350,val_out3,352): val_out4 <= 109 ;
		inbetween(353,val_out3,355): val_out4 <= 108 ;
		inbetween(356,val_out3,358): val_out4 <= 107 ;
		inbetween(359,val_out3,362): val_out4 <= 106 ;
		inbetween(363,val_out3,365): val_out4 <= 105 ;
		inbetween(366,val_out3,369): val_out4 <= 104 ;
		inbetween(370,val_out3,372): val_out4 <= 103 ;
		inbetween(373,val_out3,376): val_out4 <= 102 ;
		inbetween(377,val_out3,380): val_out4 <= 101 ;
		inbetween(381,val_out3,384): val_out4 <= 100 ;
		inbetween(385,val_out3,387): val_out4 <= 99 ;
		inbetween(388,val_out3,391): val_out4 <= 98 ;
		inbetween(392,val_out3,395): val_out4 <= 97 ;
		inbetween(396,val_out3,400): val_out4 <= 96 ;
		inbetween(401,val_out3,404): val_out4 <= 95 ;
		inbetween(405,val_out3,408): val_out4 <= 94 ;
		inbetween(409,val_out3,412): val_out4 <= 93 ;
		inbetween(413,val_out3,417): val_out4 <= 92 ;
		inbetween(418,val_out3,421): val_out4 <= 91 ;
		inbetween(422,val_out3,426): val_out4 <= 90 ;
		inbetween(427,val_out3,431): val_out4 <= 89 ;
		inbetween(432,val_out3,436): val_out4 <= 88 ;
		inbetween(437,val_out3,441): val_out4 <= 87 ;
		inbetween(442,val_out3,446): val_out4 <= 86 ;
		inbetween(447,val_out3,451): val_out4 <= 85 ;
		inbetween(452,val_out3,457): val_out4 <= 84 ;
		inbetween(458,val_out3,462): val_out4 <= 83 ;
		inbetween(463,val_out3,468): val_out4 <= 82 ;
		inbetween(469,val_out3,474): val_out4 <= 81 ;
		inbetween(475,val_out3,480): val_out4 <= 80 ;
		inbetween(481,val_out3,486): val_out4 <= 79 ;
		inbetween(487,val_out3,492): val_out4 <= 78 ;
		inbetween(493,val_out3,498): val_out4 <= 77 ;
		inbetween(499,val_out3,505): val_out4 <= 76 ;
		inbetween(506,val_out3,512): val_out4 <= 75 ;
		inbetween(513,val_out3,518): val_out4 <= 74 ;
		inbetween(519,val_out3,526): val_out4 <= 73 ;
		inbetween(527,val_out3,533): val_out4 <= 72 ;
		inbetween(534,val_out3,540): val_out4 <= 71 ;
		inbetween(541,val_out3,548): val_out4 <= 70 ;
		inbetween(549,val_out3,556): val_out4 <= 69 ;
		inbetween(557,val_out3,564): val_out4 <= 68 ;
		inbetween(565,val_out3,573): val_out4 <= 67 ;
		inbetween(574,val_out3,581): val_out4 <= 66 ;
		inbetween(582,val_out3,590): val_out4 <= 65 ;
		inbetween(591,val_out3,600): val_out4 <= 64 ;
		inbetween(601,val_out3,609): val_out4 <= 63 ;
		inbetween(610,val_out3,619): val_out4 <= 62 ;
		inbetween(620,val_out3,629): val_out4 <= 61 ;
		inbetween(630,val_out3,640): val_out4 <= 60 ;
		inbetween(641,val_out3,650): val_out4 <= 59 ;
		inbetween(651,val_out3,662): val_out4 <= 58 ;
		inbetween(663,val_out3,673): val_out4 <= 57 ;
		inbetween(674,val_out3,685): val_out4 <= 56 ;
		inbetween(686,val_out3,698): val_out4 <= 55 ;
		inbetween(699,val_out3,711): val_out4 <= 54 ;
		inbetween(712,val_out3,724): val_out4 <= 53 ;
		inbetween(725,val_out3,738): val_out4 <= 52 ;
		inbetween(739,val_out3,752): val_out4 <= 51 ;
		inbetween(753,val_out3,768): val_out4 <= 50 ;
		inbetween(769,val_out3,783): val_out4 <= 49 ;
		inbetween(784,val_out3,800): val_out4 <= 48 ;
		inbetween(801,val_out3,817): val_out4 <= 47 ;
		inbetween(818,val_out3,834): val_out4 <= 46 ;
		inbetween(835,val_out3,853): val_out4 <= 45 ;
		inbetween(854,val_out3,872): val_out4 <= 44 ;
		inbetween(873,val_out3,893): val_out4 <= 43 ;
		inbetween(894,val_out3,914): val_out4 <= 42 ;
		inbetween(915,val_out3,936): val_out4 <= 41 ;
		inbetween(937,val_out3,960): val_out4 <= 40 ;
		inbetween(961,val_out3,984): val_out4 <= 39 ;
		inbetween(985,val_out3,1010): val_out4 <= 38 ;
		inbetween(1011,val_out3,1037): val_out4 <= 37 ;
		inbetween(1038,val_out3,1066): val_out4 <= 36 ;
		inbetween(1067,val_out3,1097): val_out4 <= 35 ;
		inbetween(1098,val_out3,1129): val_out4 <= 34 ;
		inbetween(1130,val_out3,1163): val_out4 <= 33 ;
		inbetween(1164,val_out3,1200): val_out4 <= 32 ;
		inbetween(1201,val_out3,1238): val_out4 <= 31 ;
		inbetween(1239,val_out3,1250): val_out4 <= 30 ;
		default:								 val_out4 <= 255;
	endcase
	end
	end
endmodule
module window_freq(
    input clk,
    input rst,
    input [7:0] val1,
    input [7:0] val2,
    input [7:0] val3,
    input [7:0] val4,
    input [7:0] val5,
    input [7:0] val6,
    input [7:0] val7,
    input [7:0] val8,
    input [7:0] val9,
    input [7:0] val10,
    input [7:0] val11,
    input [7:0] val12,
    input [7:0] val13,
    input [7:0] val14,
    input [7:0] val15,
	 input [7:0] val16,
    input [7:0] val17,
    input [7:0] val18,
    input [7:0] val19,
    input [7:0] val20,
    input [7:0] val21,
    input [7:0] val22,
    input [7:0] val23,
    input [7:0] val24,
    input [7:0] val25,
    output [7:0] val_out
    );
	reg[3:0] count;
reg signed[9:0] sca0; 
reg signed[9:0] sca1; 
reg signed[9:0] sca2; 
reg signed[9:0] sca3; 
reg signed[9:0] sca4; 
reg signed[10:0] val_out1;
reg signed[10:0] val_out2;
reg signed[10:0] val_out3;
wire [7:0]	val_out;
always@(posedge clk, posedge rst)
begin
	 if(rst) begin
		sca0 <= 0;
		sca1 <= 0;
		sca2 <= 0;
		sca3 <= 0;
		sca4 <= 0;
	 end else begin
		sca0	<= val13;
		sca1	<= (val8>>1) + (val8>>3) + (val12>>1) + (val12>>3) + (val14>>1) + (val14>>3) + (val18>>1) + (val18>>3);
		sca2	<= (val3>>3) + (val7>>3) + (val9>>3) + (val11>>3) + (val15>>3) + (val17>>3) + (val19>>3) + (val23>>3);
		sca3	<= 0 - (val2>>3) - (val4>>3) - (val6>>3) - (val10>>3) - (val16>>3) - (val20>>3) - (val22>>3) - (val24>>3);
		sca4	<= 0 - (val1>>1) - (val5>>1) - (val21>>1) - (val25>>1);
		val_out1 <= (sca0+sca1+sca2+sca3+sca4)>>>2;
		val_out2 <= (val_out1<<<2) + val_out1;
		val_out3 <= val_out2 + 384;
	 end
end
divide_replace divide_replace(.clk(clk),
										.rst(rst),
										.val_out3(val_out3),
										.val_out4(val_out));
endmodule
### design/flow/run.sh
#!/bin/bash
# OpenROAD 26Q1-2900-gdf79404cd8, Yosys 0.63+post, stock flow scripts
make -C /OpenROAD-flow-scripts/flow DESIGN_CONFIG=/design/flow/config.mk WORK_HOME=/design/flow/orfs finish
### design/flow/config.mk
export PLATFORM = sky130hd
export DESIGN_NAME = window_freq
export DESIGN_NICKNAME = window_freq
export VERILOG_FILES = /design/flow/design.v
export SDC_FILE = /design/flow/constraint.sdc
export NUM_CORES = 4
export LEC_CHECK = 1
export CORE_UTILIZATION = 30
### design/flow/constraint.sdc
current_design window_freq

set clk_period 7.3
set clk_io_pct 0.2

create_clock -name clk0 -period $clk_period [get_ports {clk}]

set non_clock_inputs [all_inputs -no_clocks]
set_input_delay [expr $clk_period * $clk_io_pct] -clock clk0 $non_clock_inputs
set_output_delay [expr $clk_period * $clk_io_pct] -clock clk0 [all_outputs]
==> load_flow_metrics.sql <==
-- load yosys + openroad results
INSERT INTO impl_metrics (metric_group, metric, value, unit) VALUES
('finish', 'syn_to_final_growth', '19.66', '%'),
('clocking', 'post_cts_buffers', '0', ''),
('placement', 'dp_worst_setup_slack', '1.111', 'ns'),
('finish', 'n_fill_cell', '4280', ''),
('floorplanning', 'floorplan.core_util', '0.3038', ''),
('final_timing', 'timing_worst_slew_pin_value', '1.006', 'ns'),
('drt', 'post_drt_via_cell_ratio', '5.952', ''),
('synth', 'synthFlopType', 'sky130_fd_sc_hd__dfrtp_1', ''),
('drt', 'ant_nets', '0', ''),
('floorplanning', 'core', '41850', 'um2'),
('clocking', 'clockRootBuffer', 'sky130_fd_sc_hd__clkbuf_16', ''),
('synth', 'edf_count', '31', ''),
('clocking', 'cts.hold.buffers_added', '0', ''),
('final_timing', 'timing.final.setup_violations', '0', ''),
('run', 'count_of_warning_messages_emitted_by_the_tools', '83', ''),
('critical_path', 'critPathKind', 'primary input to flip-flop', ''),
('placement', 'port-buffer-count', '153', ''),
('final_timing', 'highest_clock_frequency_the_design_can_meet', '0.1736', 'GHz'),
('critical_path', 'timing.critical_path.arrival', '5.99', 'ns'),
('global_route', 'grt_first_pass_wirelength', '91860', 'um'),
('drt', 'postRouteWirelength', '63790', 'um'),
('global_route', 'grt_start_max_net_pins', '53', ''),
('final_timing', 'pnr_worst_setup_slack', '1.540', 'ns'),
('clocking', 'tritoncts_clock_tree', 'done', ''),
('power_and_ir_drop', 'worst_ir_drop_vdd', '0.7101', 'mV'),
('drt', 'detailedRoute.firstIterationViolations', '942', ''),
('final_timing', 'final_period_minus_worst_setup_slack', '5.760', 'ns'),
('finish', 'fin_util', '0.3636', ''),
('power_and_ir_drop', 'pwr_density_cell', '492.8', 'nW/um2'),
('finish', 'postLayoutCellArea', '15220', 'um2'),
('final_timing', 'totalNegativeSetupSlack', '0', 'ns'),
('clocking', 'clock_tree.buffer_depth', '2', ''),
('clocking', 'numClockSinks', '85', ''),
('critical_path', 'endpoint_kind', 'flip-flop', ''),
('clocking', 'htreeDepth', '3', ''),
('synth', 'postSynth.asyncResetShare', '0.6353', ''),
('synth', 'synth.cellmix.xorXnorShare', '0.03444', ''),
('floorplanning', 'die-width', '207.9', 'um'),
('synth', 'proportion_of_synthesized_area_in_mux_cells', '0.004920', ''),
('clocking', 'cts_made_buffers', '9', ''),
('global_route', 'global_route.overflow_total', '0', ''),
('critical_path', 'crit_fanout', '5', ''),
('floorplanning', 'num_rows', '75', ''),
('drt', 'drt_drc', '0', ''),
('placement', 'routabilityCongestion', '1.022', ''),
('synth', 'ys_seq_frac', '0.1795', ''),
('run', 'max_cap_violations', '0', ''),
('global_route', 'grt_antenna_before_repair', '4', ''),
('drt', 'num_vias', '12460', ''),
('floorplanning', 'floorplan.die_area', '43210', 'um2'),
('final_timing', 'layout_worst_path_cycle_share', '0.7891', ''),
('synth', 'ys_sh_adder', '0.2753', ''),
('final_timing', 'timing.max_slew.rel_slack', '0.3234', ''),
('min_path', 'worst_hold_path_type', 'flip-flop to flip-flop', ''),
('global_route', 'grt_usage', '0.3103', ''),
('synth', 'yosys_register_bits', '85', ''),
('clocking', 'clock_insertion_delay_worst_skew', '0.37', 'ns'),
('synth', 'synth.cell_area', '12720', 'um2'),
('final_timing', 'final_hold_viol_count', '0', ''),
('floorplanning', 'die_h', '207.9', 'um'),
('status', 'outcome', 'complete, no violations', ''),
('critical_path', 'worstSetupStartpointType', 'primary input', ''),
('synth', 'syn-instance-count', '1426', ''),
('synth', 'ys_types', '90', ''),
('final_timing', 'grt_setup_unrepaired', 'false', ''),
('drt', 'drt_first_pass_iters', '5', ''),
('synth', 'yosys_area', '12720', 'um2'),
('floorplanning', 'num_io_pins', '210', ''),
('power_and_ir_drop', 'leakage_power', '6.125', 'nW'),
('drt', 'wl_per_cell', '30.46', 'um'),
('clocking', 'clk_pin_slew', '0.07', 'ns'),
('synth', 'number_of_warning_messages_in_the_yosys_log', '2', ''),
('synth', 'yosys_cells', '1426', ''),
('placement', 'hpwlAfterDp', '49790', 'um'),
('global_route', 'via_count_of_the_first_global_routing_pass', '12640', ''),
('final_timing', 'skew', '0.01257', 'ns'),
('critical_path', 'required_worst_endpoint', '7.53', 'ns'),
('synth', 'aoi_share', '0.1933', ''),
('placement', 'placement.cell_area', '14910', 'um2'),
('synth', 'synth.avg_cell_area', '8.917', 'um2'),
('finish', 'drive_gt1_frac', '0.07979', ''),
('clocking', 'resized_gates_after_cts', '0', ''),
('final_timing', 'slew_viol_final', '0', ''),
('synth', 'post_synth_main_logic_family', 'adder cells', ''),
('synth', 'post_synth_and_or_nand_nor_area_fraction', '0.2189', '');
[layout by cell type (no fill, tap or decap), types with 48 or more instances in the layout]
cell type,instances
sky130_fd_sc_hd__fa_1,133
sky130_fd_sc_hd__clkdlybuf4s50_1,153
sky130_fd_sc_hd__ha_1,67
sky130_fd_sc_hd__nor3_1,48
sky130_fd_sc_hd__dfrtp_1,54
sky130_fd_sc_hd__inv_1,180
sky130_fd_sc_hd__o21ai_0,53
sky130_fd_sc_hd__nor2_1,72
sky130_fd_sc_hd__a21oi_1,62
sky130_fd_sc_hd__nand2_1,57
sky130_fd_sc_hd__buf_4,60
[metal layers]
| metal | vias to the layer above | part of all wire | global-route usage |
|---|---|---|---|
| met5 | - | 0.00019 | 0 |
| met2 | 587 | 0.45 | 0.4674 |
| met3 | 167 | 0.074 | 0.05842 |
| met4 | 2 | 0.067 | 0.1632 |
| li1 | 5445 | - | - |
| met1 | 6262 | 0.41 | 0.4340 |
[worst max-delay path, stage by stage]
cell and delay [ns]:
sky130_fd_sc_hd__clkdlybuf4s50_1 0.57, sky130_fd_sc_hd__inv_1 0.07, sky130_fd_sc_hd__ha_1 0.22, sky130_fd_sc_hd__xnor2_1 0.62, sky130_fd_sc_hd__fa_1 0.56, sky130_fd_sc_hd__fa_1 0.52
sky130_fd_sc_hd__fa_1 0.52, sky130_fd_sc_hd__mux2_2 0.17, sky130_fd_sc_hd__fa_1 0.21, sky130_fd_sc_hd__a21o_1 0.13, sky130_fd_sc_hd__a21oi_1 0.09, sky130_fd_sc_hd__o21bai_1 0.14
sky130_fd_sc_hd__a21oi_1 0.11, sky130_fd_sc_hd__or4b_2 0.60
[logic make-up after synthesis]
family | count (synthesis)
and+or+nand+nor | 455
DFF | 85
xor gates and xnor gates | 50
muxes | 6
adders and majority gates | 200
buffers and inverters | 282
AOI/OAI and AO/OA | 348
[where the power goes]
group	leakage [nW]	switching, mW	internal, mW	total, mW
combinational	5.04	3.71	2.28	5.98
sequential	0.942	0.122	0.906	1.03
clock	0.143	0.216	0.269	0.485
[registers in the layout, indices dropped and copies added, names as in the netlist]
signal and count:
val_out1 9, sca0 8, val_out2 11, sca4 10, divide_replace.val_out4 8, val_out3 11
sca1 10, sca2 8, sca3 10
[path summary, 6_finish.rpt]
check                                           start                                   end  slack, ns  cells after the start
worst max-delay path                          val2[3]                     sca3[8]$_DFF_PP0_       1.54                     14
worst min-delay path            val_out2[0]$_DFFE_PN_                 val_out3[0]$_DFFE_PN_       0.41                      0
worst max register to register  val_out3[4]$_DFFE_PN_  divide_replace.val_out4[7]$_DFF_PP0_       2.58                      8
worst min register to register  val_out2[0]$_DFFE_PN_                 val_out3[0]$_DFFE_PN_       0.41                      0
max in group asynchronous                         rst                     sca1[2]$_DFF_PP0_       4.43                      3
min in group asynchronous                         rst                     sca4[0]$_DFF_PP0_       1.74                      2
[per-stage QoR]
stage / hold WS (ns) / cells / power [mW]
global placement: 0.4017 / 2077 / 7.078
detailed placement: 0.4052 / 2077 / 7.007
global route: 0.4214 / 2093 / 8.124
CTS: 0.4163 / 2093 / 7.533
finish: 0.4118 / 2094 / 7.498
floorplan: 0.4003 / 1426 / 4.946
[Yosys cell counts (8+ instances only)]
| cell type | number | share of area |
|---|---|---|
| sky130_fd_sc_hd__o21a_1 | 8 | 0.0047 |
| sky130_fd_sc_hd__nand2_1 | 57 | 0.017 |
| sky130_fd_sc_hd__o211ai_1 | 16 | 0.0094 |
| sky130_fd_sc_hd__a211oi_1 | 20 | 0.012 |
| sky130_fd_sc_hd__and2_1 | 10 | 0.0049 |
| sky130_fd_sc_hd__nor2b_1 | 16 | 0.0079 |
| sky130_fd_sc_hd__a21oi_1 | 62 | 0.024 |
| sky130_fd_sc_hd__nand4_1 | 29 | 0.014 |
| sky130_fd_sc_hd__a21o_1 | 23 | 0.014 |
| sky130_fd_sc_hd__a31oi_1 | 22 | 0.011 |
| sky130_fd_sc_hd__nand4b_1 | 9 | 0.0062 |
| sky130_fd_sc_hd__nor3_1 | 49 | 0.019 |
| sky130_fd_sc_hd__nand3b_1 | 8 | 0.0047 |
| sky130_fd_sc_hd__and4_1 | 8 | 0.0055 |
| sky130_fd_sc_hd__nor2_1 | 73 | 0.022 |
| sky130_fd_sc_hd__clkbuf_1 | 32 | 0.0094 |
| sky130_fd_sc_hd__ha_1 | 67 | 0.066 |
| sky130_fd_sc_hd__or4_1 | 15 | 0.0089 |
| sky130_fd_sc_hd__fa_1 | 133 | 0.21 |
| sky130_fd_sc_hd__dfrtp_1 | 54 | 0.11 |
| sky130_fd_sc_hd__and4b_1 | 10 | 0.0079 |
| sky130_fd_sc_hd__buf_2 | 48 | 0.019 |
| sky130_fd_sc_hd__or3_1 | 14 | 0.0069 |
| sky130_fd_sc_hd__a311oi_1 | 8 | 0.0055 |
| sky130_fd_sc_hd__o21bai_1 | 9 | 0.0053 |
| sky130_fd_sc_hd__nor4_1 | 31 | 0.015 |
| sky130_fd_sc_hd__a22oi_1 | 10 | 0.0059 |
| sky130_fd_sc_hd__edfxtp_1 | 31 | 0.073 |
| sky130_fd_sc_hd__o21ai_0 | 53 | 0.021 |
| sky130_fd_sc_hd__xor2_1 | 12 | 0.0083 |
| sky130_fd_sc_hd__o22ai_1 | 12 | 0.0059 |
| sky130_fd_sc_hd__nand2b_1 | 15 | 0.0074 |
| sky130_fd_sc_hd__and3_1 | 10 | 0.0049 |
| sky130_fd_sc_hd__inv_1 | 181 | 0.053 |
| sky130_fd_sc_hd__xnor2_1 | 38 | 0.026 |
| sky130_fd_sc_hd__nand3_1 | 42 | 0.017 |
[layout make-up]
type / instances / area, um2 / area share
Multi-Input combinational cell: 1059 / 9291 / 0.6106
Sequential cell: 85 / 2282 / 0.1500
Timing Repair Buffer: 213 / 1982 / 0.1303
Inverter: 181 / 680.7 / 0.04473
Tap cell: 539 / 674.4 / 0.04432
Clock buffer: 9 / 225.2 / 0.01480
Clock inverter: 7 / 77.57 / 0.005098
Antenna cell: 1 / 2.502 / 0.0001645
Power is estimated from default activity; no workload was simulated.
