$ cat flow/design.v
`timescale 1ns/1ps
module div_by_3(
    input clk,
	 input div_enable,
    input  [24-1:0]ip,
    output [24-1:0] op
    );
parameter W=24;
reg[24-1:0]	  op;
reg[24-1:0]    op1,op2,op3,op4,op5;
always@(posedge clk)
begin
	if(div_enable) begin
		op1 = ip/4;
		op2 = ip/16;
		op3 = ip/64;
		op4 = ip/256;
		op5 = ip/512;
		op  = op1+op2+op3+op4+op5;
	end else begin
		op = 0;
	end
end
endmodule
module maxer(
    input clk,
    input rst,
    input maxing,
    input [784-1:0] ips_gen_out,
    output start_ips_gen,
    output next_ips_gen,
    output maxer_valid,
    output [24-1:0]threshold
    );
parameter	M=784, N=8, W=24 , REF = 30,
				D = 9830 , TH = 15018 , PRES = 0, PMIN = -500*4096;
reg[4:0] add_stage1[31:0];
reg[9:0]	add_final;
reg[7:0] ips_counter; 
reg		div_enable;
reg	start_ips_gen;
reg	next_ips_gen;
reg	maxer_valid;
wire[24-1:0]	threshold;
reg[24-1:0] threshold_sum;
always@(posedge clk, posedge rst)
begin
	if(rst) begin
	start_ips_gen	<= 0;
	next_ips_gen	<= 0;
	maxer_valid		<= 0;
	ips_counter 	<= 0;
	end else begin
		start_ips_gen	<= 0;
		maxer_valid		<= 0;
		div_enable		<= 0;
		if(maxing) begin
			if(ips_counter==0) begin
				start_ips_gen	<= 1;
				threshold_sum	<= 0;
			end
			if(ips_counter <= 200) begin
				next_ips_gen	<= 1;
			end else begin
				next_ips_gen	<= 0;
			end
			if(ips_counter>=4 && ips_counter<=204) begin
				if({14'b00000000000000,add_final}>threshold_sum) begin
				threshold_sum	<= {14'b00000000000000,add_final};
				end
			end
			if(ips_counter==205) begin
				div_enable 	<= 1;
			end
			if(ips_counter==206) begin
				maxer_valid		<= 1; 
			end
			if(ips_counter <= 206) begin
				ips_counter 	<= ips_counter + 1;
			end else begin
				ips_counter		<= 0;
			end
		end
	end
end
reg[1023:0]	adder_input;
always@(posedge clk,posedge rst)
begin
	if(rst) begin
	adder_input	<= 0;
	end else begin
	adder_input[M-1:0] <= ips_gen_out;
	end
end
integer i;
always@(posedge clk, posedge rst)
begin
	if(rst) begin	
		for(i=0;i<32;i=i+1) begin
		add_stage1[i] <= 0;
		end
	end else begin
		for(i=0;i<32;i=i+1) begin
		add_stage1[i] <= adder_input[i*32] + adder_input[i*32 + 1] + adder_input[i*32 + 2] + adder_input[i*32 + 3] + adder_input[i*32 + 4] + adder_input[i*32 + 5] + adder_input[i*32 + 6] + adder_input[i*32 + 7] + adder_input[i*32 + 8] + adder_input[i*32 + 9] + adder_input[i*32 + 10] + adder_input[i*32 + 11] + adder_input[i*32 + 12] + adder_input[i*32 + 13] + adder_input[i*32 + 14] + adder_input[i*32 + 15] + adder_input[i*32 + 16] + adder_input[i*32 + 17] + adder_input[i*32 + 18] + adder_input[i*32 + 19] + adder_input[i*32 + 20] + adder_input[i*32 + 21] + adder_input[i*32 + 22] + adder_input[i*32 + 23] + adder_input[i*32 + 24] + adder_input[i*32 + 25] + adder_input[i*32 + 26] + adder_input[i*32 + 27] + adder_input[i*32 + 28] + adder_input[i*32 + 29] + adder_input[i*32 + 30] + adder_input[i*32 + 31];
		end
		add_final <= add_stage1[0] + add_stage1[1] + add_stage1[2] + add_stage1[3] + add_stage1[4] + add_stage1[5] + add_stage1[6] + add_stage1[7] + add_stage1[8] + add_stage1[9] + add_stage1[10] + add_stage1[11] + add_stage1[12] + add_stage1[13] + add_stage1[14] + add_stage1[15] + add_stage1[16] + add_stage1[17] + add_stage1[18] + add_stage1[19] + add_stage1[20] + add_stage1[21] + add_stage1[22] + add_stage1[23] + add_stage1[24] + add_stage1[25] + add_stage1[26] + add_stage1[27] + add_stage1[28] + add_stage1[29] + add_stage1[30] + add_stage1[31];
	end
end
div_by_3 div1(
	.clk(clk),
	.div_enable(div_enable),
	.ip(threshold_sum),
	.op(threshold)
	);
endmodule
$ cat flow/run.sh
#!/bin/bash
# OpenROAD 26Q1-2900-gdf79404cd8, Yosys 0.63+post, stock flow scripts
make -C /OpenROAD-flow-scripts/flow DESIGN_CONFIG=/design/flow/config.mk WORK_HOME=/design/flow/orfs finish
$ cat flow/config.mk
export PLATFORM = sky130hd
export DESIGN_NAME = maxer
export DESIGN_NICKNAME = maxer
export VERILOG_FILES = /design/flow/design.v
export SDC_FILE = /design/flow/constraint.sdc
export NUM_CORES = 4
export LEC_CHECK = 1
export CORE_UTILIZATION = 40
$ cat flow/constraint.sdc
current_design maxer

set clk_period 10.1
set clk_io_pct 0.2

create_clock -name clk0 -period $clk_period [get_ports {clk}]

set non_clock_inputs [all_inputs -no_clocks]
set_input_delay [expr $clk_period * $clk_io_pct] -clock clk0 $non_clock_inputs
set_output_delay [expr $clk_period * $clk_io_pct] -clock clk0 [all_outputs]
==> results.txt <==
run metrics: crit-path max FO=2, Worst Hold Path EP=add_stage1[23][0], Routed WL=116000 um, Mux cell area share=0.224%, Worst Reg2Reg Path Length in Cells=17, DP Worst Slack=4.44 ns, XOR/XNOR Area Share=1.99%, crit path time final=5.63 ns, CTS tree=done, Vias/cell=4.27, status=completed, reg2reg setup slack=4.47 ns, Max clock buf depth=3, initial antenna violation count=39, Yosys top cell by instances=inv_1, hold buffers post-CTS=0, CP dominant cell by count=fa_1, CTS root buffer=clkbuf_16, Log Warnings=40, # placed instances=6006, Worst-Skew Late Latency=0.73 ns, area delta synth->final=28.4%, mapped cell area=49800 sq um, CTS Buf Count=109, Yosys reg bits=979, Worst Setup End Kind=flip-flop, DRT iter0 DRCs=1091, GPL Wtd Cong=0.885, hold-critical path depth=1, Synth async-reset ratio=94.0%, Crit Path Category=flip-flop to flip-flop, H-tree level count=3, first-pass GRT wire length=182000 um, crit path cell chain=inv_1 > fa_1 > inv_1 > fa_1 > fa_1 > fa_1 > fa_1 > fa_1 > fa_1 > ha_1 > a21o_1 > a21oi_1 > o21bai_1 > a21oi_1 > nor2b_1 > o21ai_0 > nand2b_1, largest net degree at the start of global routing=125, delay-heaviest family, CP=adder cells, Final Max Slew Viols=0, leading area contributor after synthesis=dfrtp_1, total number of vias=26584, yosys stat cell total=3547, syn_area_per_cell=14.0 sq um, dpl cell area=60100 sq um, post-CTS sizing=0, Syn. warnings=3, clock slew at reported path FFs=0.06 ns, design area=63900 sq um, fin crit share=55.8%, Die X=355 um, Cells after Synth=3547, synthesis area per yosys=49800 sq um, RSZ-0062 raised after global routing=false, top comb family, area=adder cells, worst-margin pin slew=0.814 ns, Post-CTS Setup Bufs=0, post-route ant nets=0, Distinct cells, synth=55, CP max stage cell=fa_1, Top FF cell, synth=dfrtp_1, Compound Share, Synth=3.28%, drt drc=0, Fin. Hold Viols=0, hold_sp=adder_input[738], Setup violations, final=0, flip-flops with a built-in enable=35, gr busiest metal=met2, Worst EP arrival=6.10 ns, r2r startpoint=add_stage1[3][3], WP data required=10.57 ns, Critical path buffers and inverters=2, TritonCTS Sinks=979, tally of buffers added on design ports=813, Seq share, synth=49.3%, Avg WL per Cell=18.7 um, Non-Filler Instances=6226, I/O pins=814, final worst slack=4.47 ns, Critical Path Start Type=flip-flop, vias in the first global route=30786, M1 GR Usage=30.3%, Basic Gates by Area=1.41%, top post-synthesis cells by area=dfrtp_1 (46%), fa_1 (29%), inv_1 (8.0%), ha_1 (6.5%), edfxtp_1 (2.1%), core footprint=124000 sq um, most common library cells after synthesis=inv_1 (1056), dfrtp_1 (920), fa_1 (728), ha_1 (257), a21oi_1 (104), CP max stage delay=0.54 ns, met3 usage=7.06%, floorplan row count=129, layout cells sized above 1=4.63%, Die Size=126000 sq um, Synth Area in Adders=35.7%, worst min path class=flip-flop to flip-flop, max_cap viols=0, total gr overflow=0, relative slew slack=45.7%, GRT met2 Usage=33.8%, Clock Skews=0.0654 ns, FP Util=40.3%, first drt pass iteration count=5, GRT Total Usage=21.1%, reg2reg end=add_final[9], fmax=178 MHz, Dominant cell area share=46.3%, post-DP HPWL=97000 um, Die Ht=355 um
per-stage QoR:
stage	hold slack, ns	TNS [ns]	util, %
after floorplan	0.456	-4432.07	-
after global placement	0.470	0	48.6
after detailed placement	0.470	0	48.6
after CTS	0.481	0	51.7
after global routing	0.500	0	51.7
final	0.479	0	51.7
per-layer routing:
metal,vias to the layer above,routed length (um)
li1,12303,-
met1,13367,44900
met2,669,59100
met3,195,9690
met4,50,2520
met5,-,286
worst max-delay path by stage:
stage                     from      endpoint  slack [ns]  cells after the start
global route  threshold_sum[3]   div1.op[18]        4.09                     22
CTS           add_stage1[3][3]  add_final[9]        4.42                     17
finish        add_stage1[3][3]  add_final[9]        4.47                     17
layout by cell type (no fill, tap or decap), drive strengths merged, types with 10 or more instances in the layout:
master         count
inv             1060
dfrtp            920
clkdlybuf4s50    813
fa               728
ha               257
clkbuf           160
a21oi            104
xnor2            100
a21o              67
nor2              36
edfxtp            35
o21ai             29
nand2             28
clkinv            26
dfxtp             24
nand3             17
buf               16
diode             13
xor2              13
o21a              11
bufinv            10
nor3              10
layout make-up:
type,count,area (sq um)
fill,10409,59700
sequential,979,24600
multi-input combinational,1505,21200
timing repair buffer,829,8310
inverter,1056,3970
clock buffer,160,3140
tap,1637,2050
clock inverter,47,614
antenna,13,32.5
state kept, by name, summed over array words and instances, names as in the netlist, 8 cells and up:
name           cells
add_final         10
div1.op           24
adder_input      784
threshold_sum     24
ips_counter        8
add_stage1       125
cells by family after synthesis:
kind of cell / after synthesis
buffers and inverters: 1063
adders and majority gates: 985
DFF: 979
AOI/OAI and AO/OA: 256
and+or+nand+nor: 140
xor gates and xnor gates: 113
muxes: 10
other: 1
