==> ./design.v <==
`timescale 1ns/1ps
module weight_change(
	input				clk,
	input				rst,
	input				start_wch,
	input				spike_hold, 
	input[9:0]		ip_select,
	input[24-1:0]		del_w_plus,
	input[24-1:0]		del_w_minus,
	input[24-1:0]	data_r,
	output[24-1:0]	data_w,
	output[9:0]		addr_r,
	output[9:0]		addr_w,
	output			we,
	output			valid_wch
    );
reg	valid_wch;	 
parameter M = 784, N = 8, W=24,
			 IM_WID = 28, IM_HEI = 28,
			 D = (0.15)*4096, TH = (3.666666666)*4096, REF = 30,
			 PRES = 0, PMIN = -500*4096, WMAX = 1.5*4096,
			 WMIN = -1.2*4096;		
wire signed [24-1:0] data_r;
reg signed[24-1:0]	wold[2:0];
reg[24-1:0] ip_select_h[4:0];
reg		start_wch_h[4:0];
wire signed[24-1:0] wmax;
wire signed[24-1:0] wmin;
reg signed[24-1:0] wdiff_plus;
reg signed[24-1:0] wdiff_minus;
reg signed[24-1:0] multi_plus;
reg signed[24-1:0] multi_minus;
reg signed[24-1:0] multi_plus_shifted;
reg signed[24-1:0] multi_minus_shifted;
reg[24-1:0] add;
assign wmax = WMAX;
assign wmin = WMIN;
assign addr_w = ip_select_h[0];
assign addr_r = ip_select;
reg signed[24-1:0]	data_w;
reg	we;
localparam			idle   				 	 = 1'b0,  
						working				 	 = 1'b1;  
reg			state_reg;
reg	spike_hold_h;
always@(posedge clk, posedge rst)
begin
	if(rst) begin
	state_reg		<= idle;
	valid_wch		<= 0;
	we					<= 0;
	data_w			<= 0;
	end else begin 
		valid_wch	<= 0;
		case(state_reg)
		idle: begin
					if(start_wch) begin
					state_reg	<= working;
					end else begin
					state_reg	<= idle;
					end
					we		<= 0;
				end
		working: begin 
					if(start_wch_h[0]==1 || ip_select_h[0]>0) begin
						we	<= 1;
						case(spike_hold_h)  
							1'b1:data_w <= multi_minus_shifted + wold[0];  
							1'b0:data_w	<= multi_plus_shifted + wold[0];  
						endcase
					end
					if(ip_select_h[0]==784-1) begin
					we	<= 0;
					valid_wch	<= 1;
					state_reg	<= idle;
					end
				end
		default: 
				state_reg <= idle;
		endcase
	end
end
always@(posedge clk,posedge rst)
begin
	if(rst) begin
	spike_hold_h	<= 0;
	end else begin
		if(start_wch) begin
		spike_hold_h	<= spike_hold;
		end
	end
end
always@(posedge clk,posedge rst)
begin
	if(rst) begin
	wold[0]		  <= 0;
	wold[1]		  <= 0;
	ip_select_h[0] <= 0;
	ip_select_h[1] <= 0;
	ip_select_h[2] <= 0;
	ip_select_h[3] <= 0;
	wdiff_plus		<= 0;
	wdiff_minus		<= 0;
	multi_plus		<= 0;
	multi_minus		<= 0;
	multi_plus_shifted	<= 0;
	multi_minus_shifted	<= 0;
	end else begin
	start_wch_h[4] <= start_wch;
	start_wch_h[3]	<= start_wch_h[4];
	start_wch_h[2] <= start_wch_h[3];
	start_wch_h[1] <= start_wch_h[2];
	start_wch_h[0] <= start_wch_h[1];
	ip_select_h[4] <= ip_select;
	ip_select_h[3] <= ip_select_h[4];
	ip_select_h[2] <= ip_select_h[3];
	ip_select_h[1] <= ip_select_h[2];
	ip_select_h[0] <= ip_select_h[1];
	wold[2]	<= data_r;
	wold[1]	<= wold[2];
	wold[0]	<= wold[1];
	wdiff_minus		<= wmax - data_r;	 
	wdiff_plus		<= data_r - wmin;  
	multi_minus		<= (wdiff_minus*del_w_minus); 
	multi_plus		<= (wdiff_plus*del_w_plus); 
	multi_plus_shifted <= multi_plus>>>8;
	multi_minus_shifted <= multi_minus>>>8;
	end
end
endmodule
==> ./run.sh <==
#!/bin/bash
# OpenROAD 26Q1-2900-gdf79404cd8, Yosys 0.63+post, stock flow scripts
make -C /OpenROAD-flow-scripts/flow DESIGN_CONFIG=/design/flow/config.mk WORK_HOME=/design/flow/orfs finish
==> ./config.mk <==
export PLATFORM = sky130hd
export DESIGN_NAME = weight_change
export DESIGN_NICKNAME = weight_change
export VERILOG_FILES = /design/flow/design.v
export SDC_FILE = /design/flow/constraint.sdc
export NUM_CORES = 4
export LEC_CHECK = 1
export CORE_UTILIZATION = 30
==> ./constraint.sdc <==
current_design weight_change

set clk_period 8.1
set clk_io_pct 0.2

create_clock -name clk0 -period $clk_period [get_ports {clk}]

set non_clock_inputs [all_inputs -no_clocks]
set_input_delay [expr $clk_period * $clk_io_pct] -clock clk0 $non_clock_inputs
set_output_delay [expr $clk_period * $clk_io_pct] -clock clk0 [all_outputs]
==> flow_summary.toml <==
# synthesis and place-and-route metrics
[routing]
diodes = 0
drt_iter0_drc = 876
first_pass_iters = 22
vias = 17260
vias_per_cell = 4.357
antenna_left = 0
wl_per_cell_um = 16.25
routed_wl_um = 64370
drc_errors = 0

[die]
rows = 109
die_y_um = 301.5
ios = 132
chipArea_um2 = 90880
chipWidth_um = 301.5
core_area_um2 = 88650
fp_util = 0.3035

[logic_synthesis]
numSynthFlops = 266
synthArstFlopShare = 0.8534
logic_family = "adder cells"
yosysSeqAreaShare = 0.2547
yosys_cells = 2665
avgSynthCellArea_um2 = 10.09
ff_type = "dfrtp_1"
edf_count = 39
xor_area_frac = 0.05502
ys_sh_adder = 0.4009
yosys-stat-area_um2 = 26900
synth.distinct_cells = 68
synthCells = 2665
synthAoiAreaFrac = 0.03400
mux_share = 0.007860
yosys_warnings = 6
syn_area_um2 = 26900
ys_sh_simple = 0.1522

[global_routing]
gr-total-overflow = 0
antenna_found_initial = 3
grt_max_degree = 106
grt_pass1_vias = 18530
grtUsageTotal = 0.1569
grt_first_pass_wirelength_um = 104400

[setup_path]
r2r-start = "wdiff_plus[6]"
worst_setup_path_start_kind = "primary input"
path_max_fanout = 17
startpoint = "del_w_plus[0]"
critPathArrivalTime_ns = 7.89
endpoint_kind = "register"
required_ns = 8.53
crit_type = "primary input to register"

[worst_hold_path]
hold_start = "wold[1][8]"
hp-class = "register to register"

[sta]
period_used_share = 0.9203
hold_viol = 0
fmax_ghz = 0.1341
skew_ns = 0.02305
finalSetupTns_ns = 0
slew_viol_final = 0
rsz0062_at_grt = "no"
worst_slew_pin_slew_ns = 0.8549
setup_viol = 0
post-route-min-period_ns = 7.455
relSlewSlack = 0.4301

[clock_network]
htreeDepth = 1
cts-root-buf = "clkbuf_16"
post_cts_resized = 0
clk_pin_slew_ns = 0.06
numCtsBuffers = 28
cts_setup_buffers = 0
tritoncts = "done"
postCtsHoldBufs = 0
cts_buffer_depth = 3
clock_sinks = 266
clock_latency_ns = 0.56

[placed_design]
gp_congestion = 0.9170
place.detailed.hpwl_um = 51550
io_buffer_count = 131

[final_layout]
largest_register = "wold"
syn_to_final_growth_pct = 14.07
reg_top3 = "wold: 72 flops, ip_select_h: 50 flops"
mostFrequentLayoutCell = "inv_1"
drive_above_1_share = 0.05258
fillers = 8833
largest_reg_flops = 72
layout_top_cells = "inv_1 (555), fa_1 (425), and2_1 (329)"

[run_status]
status = "complete, no violations"

[flow_run]
warnings = 27
cap_violations = 0
==> Yosys cell counts, types with 7 or more instances <==
master	number	area [um2]
inv_1	556	2087
fa_1	425	8508
and2_1	329	2058
nand2_1	327	1227
dfrtp_1	227	5680
ha_1	182	2277
xnor2_1	129	1130
clkbuf_1	97	364.1
nor2_1	51	191.4
xor2_1	40	350.3
edfxtp_1	39	1171
a21oi_1	30	150.1
o21ai_0	29	145.1
nor3_1	19	95.09
mux2_2	17	191.4
nand3_1	13	65.06
o21a_1	13	97.59
a21o_1	12	90.09
buf_4	11	82.58
a31oi_1	9	56.30
nand2b_1	9	56.30
nand4_1	7	43.79
==> final cells by class <==
| cell class | count | area (um2) | share of cell area |
|---|---|---|---|
| multi-input cells | 1729 | 17490 | 0.5698 |
| flip-flops and latches | 266 | 6852 | 0.2233 |
| inverters | 556 | 2091 | 0.06813 |
| repair buffers | 193 | 1814 | 0.05912 |
| well taps | 1165 | 1458 | 0.04750 |
| clock buffers | 36 | 814.5 | 0.02654 |
| clock inverters | 16 | 172.7 | 0.005626 |
==> stage by stage <==
step                      hold slack, ns    util  instance area, um2  setup slack (ns)  std cells
after floorplan                   0.3306       -               26910            0.6422       2665
after global routing              0.3502  0.3462               30690            0.3731       3961
after global placement            0.3320  0.3350               29700            0.1715       3909
after CTS                         0.3440  0.3462               30690            0.6894       3961
after detailed placement          0.3347  0.3350               29700           0.09266       3909
final                             0.3437  0.3462               30690            0.6454       3961
==> cells by family after synthesis <==
family          after synthesis
fa+ha+maj                   607
compound gates              134
simple gates                800
mux                          19
xor+xnor                    169
buf+inv                     670
flops                       266
==> critical path, stage by stage <==
cell and delay (ns):
clkdlybuf4s50_1 0.72, buf_4 0.29, nand2_1 0.10, fa_1 0.54, fa_1 0.55, fa_1 0.51, fa_1 0.52, inv_1 0.04
ha_1 0.30, fa_1 0.51, fa_1 0.42, ha_1 0.36, a21o_1 0.20, o21ai_2 0.18, o31ai_4 0.10, or4_4 0.46
a31oi_1 0.25, nand2b_1 0.16, a21boi_2 0.05
==> path summary, 6_finish.rpt <==
kind | slack [ns] | end | depth (start not counted)
max | 0.65 | multi_plus[20] | 19
min | 0.34 | wold[0][8] | 0
max reg2reg | 1.65 | multi_plus[20] | 21
min reg2reg | 0.34 | wold[0][8] | 0
max in group asynchronous | 5.26 | state_reg | 4
min in group asynchronous | 1.66 | ip_select_h[2][5] | 3
==> metal layers <==
| layer | GRT usage | vias up | wire length (um) |
|---|---|---|---|
| met5 | 0 | - | 38 |
| li1 | - | 8124 | - |
| met4 | 0.02237 | 6 | 1095 |
| met3 | 0.05670 | 77 | 5649 |
| met2 | 0.2412 | 461 | 29750 |
| met1 | 0.2252 | 8589 | 27840 |
