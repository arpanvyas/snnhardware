==> ./design.v <==
`timescale 1ns/1ps
module lookup_minus_h1(
	input		clk,
	input		rst,
	input		[7:0]lut_in,
	output	[24-1:0]lut_out
    );
wire		clk,rst;
wire		[7:0]lut_in;
reg		[24-1:0]lut_out;
always @(posedge clk)
begin
	if (rst) begin
	lut_out =0;
	end else begin
	case (lut_in)
		8'b00010100: lut_out = 24'b000000000000000000001001;  
		8'b00010011: lut_out = 24'b000000000000000000001010;  
		8'b00010010: lut_out = 24'b000000000000000000001101;  
		8'b00010001: lut_out = 24'b000000000000000000010000;  
		8'b00010000: lut_out = 24'b000000000000000000010100;  
		8'b00001111: lut_out = 24'b000000000000000000011000;  
		8'b00001110: lut_out = 24'b000000000000000000011101;  
		8'b00001101: lut_out = 24'b000000000000000000100100;  
		8'b00001100: lut_out = 24'b000000000000000000101100;  
		8'b00001011: lut_out = 24'b000000000000000000110110;  
		8'b00001010: lut_out = 24'b000000000000000001000010;  
		8'b00001001: lut_out = 24'b000000000000000001010001;  
		8'b00001000: lut_out = 24'b000000000000000001100011;  
		8'b00000111: lut_out = 24'b000000000000000001111001;  
		8'b00000110: lut_out = 24'b000000000000000010010100;  
		8'b00000101: lut_out = 24'b000000000000000010110100;  
		8'b00000100: lut_out = 24'b000000000000000011011100;  
		8'b00000011: lut_out = 24'b000000000000000100001101;  
		8'b00000010: lut_out = 24'b000000000000000101001001;  
		default	  : lut_out = 32'b000000000000000000000000;	
	endcase
	end
end 
endmodule
==> ./run.sh <==
#!/bin/bash
# OpenROAD 26Q1-2900-gdf79404cd8, Yosys 0.63+post, stock flow scripts
make -C /OpenROAD-flow-scripts/flow DESIGN_CONFIG=/design/flow/config.mk WORK_HOME=/design/flow/orfs finish
==> ./config.mk <==
export PLATFORM = sky130hd
export DESIGN_NAME = lookup_minus_h1
export DESIGN_NICKNAME = lookup_minus_h1
export VERILOG_FILES = /design/flow/design.v
export SDC_FILE = /design/flow/constraint.sdc
export NUM_CORES = 4
export LEC_CHECK = 1
export CORE_AREA = 10 10 70 70
export DIE_AREA = 0 0 80 80
==> ./constraint.sdc <==
current_design lookup_minus_h1

set clk_period 2.5
set clk_io_pct 0.2

create_clock -name clk0 -period $clk_period [get_ports {clk}]

set non_clock_inputs [all_inputs -no_clocks]
set_input_delay [expr $clk_period * $clk_io_pct] -clock clk0 $non_clock_inputs
set_output_delay [expr $clk_period * $clk_io_pct] -clock clk0 [all_outputs]
==> Changelog: implementation <==
### Changed

- Max reg flops: 9
- Row count: 21
- Top-area cell type share of the netlist area: between 20% and 30%
- Via density: 3.60
- Worst EP required: about 2700 ps
- Dominant register cell: dfxtp_1
- Synth Instances: between 70 and 80
- Post-route ant nets: 0
- Detailed-router iteration count before antenna repair: 4
- P_leak: ~0.35 nW
- Core footprint: 3420 µm²
- H-tree levels: 1
- Worst VDD drop: just under 0.0001 V
- Worst hold path cell count: 3
- Chip Height: around 80 µm
- Clock Tree Root: clkbuf_4
- Synthesized registers: 9
- Average cell area after synthesis: approximately 8.6 µm²
- Pre-Place Util: around 20%
- CP Cell Sequence: clkdlybuf4s50_1, inv_1, ha_1, mux2i_1, a21oi_1, o22ai_1
- Hold EP: lut_out[4]
- Final Hold Vio Count: 0
- Top cells by count: 16 x buf_4, 9 x dfxtp_1, 8 x nor2_1
- Async set-or-reset flop fraction in the synthesized netlist: 0%
- Tmin final: between 1500 and 2000 ps
- Status: completed
- Clock sink count: 9
- Antenna Diode Count: 0
- Register share after synthesis: 26.7%
- Slew @ Worst Pin: between 500 and 600 ps
- Log Warnings: 30
- # DRC: 0
- Detail Placement HPWL: about 1200 µm
- Setup_tns: 0 ps
- Crit path launch type: input pin
- Yosys stat area: roughly 670 µm²
- Count leader, synth: buf_4
- Crit path max fanout: 6
- EDFF count, synth: 0
- Tot GR Track Use: under 10%
- Worst path max stage delay: 580 ps
- Crit. End Element: flip-flop
- Number of hold buffers added after CTS: 0
- Distinct lib cells: 25
- Initial antenna violation count: 0
- CTS tree: built
- First-pass GRT wire length: around 2300 µm
- Period Utilization, post-route: a little over two thirds
- Relative slew slack: around three fifths
- Post-synthesis cell area: around 670 µm²
- Per-cell routed wire length: between 9 and 10 µm
- GPL Wtd Cong: approximately 0.80
- Chip Area: about 6400 µm²
- Via count of the routed design: 515
- Post-CTS resize count: 0
- I/O Pins: 34
- Min-Delay Path Class: input pin to flip-flop
- Setup violators final: 0
- F_max: between 500 and 600 MHz
- Final slew viol count: 0
- Power, Total: approximately 0.00032 W
- IO Port Bufs: 18
- Power per cell area: 366 nW/µm²
- Largest net degree at the start of global routing: 18
- Postcts setup bufs: 0
- Die width: 80 µm
- CP max-delay cell: clkdlybuf4s50_1
- Max Cap Viol: 0
- Main area contributors: dfxtp_1 27%, buf_4 18%, ha_1 11%, mux2i_1 4.5%, nor2_1 4.5%
- Yosys Instances: just under 80
- Layout cell share with drive strength beyond 1: between 8 and 9%
- Inserted Clock Buffers: 3
- Hold path start: rst
- Iter 0 DRT Violations: 17
- Layout area overhead: 28.4%
- Area leader, netlist: dfxtp_1
- Routed WL: 1400 µm
- Critical path class: input pin to flip-flop
- Reg clk slew, reported paths: about 60 ps
- Grt ovf: 0
- Clock tree buffer depth: 2
- Synthesis Warnings: 1
- RSZ-0062 raised after global routing: no
- Vias in the first global route: approximately 550
- Critical Path AT: between 1500 and 2000 ps
## through the flow
| stage | worst slack [ps] | std cells | cell area [µm²] | utilization [%] | hold slack, ps |
|---|---|---|---|---|---|
| final | 736 | 143 | 866 | 25.3 | 967 |
| after global routing | 601 | 143 | 866 | 25.3 | 982 |
| after CTS | 742 | 143 | 866 | 25.3 | 966 |
| after detailed placement | 483 | 139 | 840 | 24.6 | 1180 |
| after global placement | 495 | 139 | 840 | 24.6 | 1180 |
| after floorplan | 1250 | 92 | 727 | - | 665 |
## how the worst max path moves through the flow
stage	startpoint	endpoint	slack, ps	cells past startpoint
finish	lut_in[0]	lut_out[3]	740	6
global route	lut_in[0]	lut_out[0]	600	7
CTS	lut_in[0]	lut_out[3]	740	6
## cells in the final DEF (no fill, tap or decap)
cell / n
clkdlybuf4s50_1: 18
conb_1: 15
dfxtp_1: 9
nor2_1: 8
ha_1: 6
a21oi_1: 5
nand2b_1: 4
inv_1: 3
o21ai_0: 3
mux2i_1: 3
nand2_1: 3
clkbuf_4: 3
nor3_2: 2
o22ai_1: 2
and2_1: 2
nor4_4: 1
nand2b_4: 1
a22oi_1: 1
nor2b_1: 1
nand3_1: 1
o22a_1: 1
nor3b_1: 1
nor3b_2: 1
nand3b_1: 1
o21a_1: 1
clkbuf_1: 1
## power by group
part / switching [W] / internal (W) / leakage (nW)
Clock: 0.0000454 / 0.0000612 / 0.0150
Combinational: 0.0000330 / 0.0000322 / 0.265
Sequential: 0.000000330 / 0.000145 / 0.0726
Total: 0.0000788 / 0.000238 / 0.352
## critical path, delay by kind of cell
| family | cells | cell delay, ps |
|---|---|---|
| multiplexers | 1 | 150 |
| AND-OR/OR-AND | 2 | 240 |
| buffers and inverters | 2 | 710 |
| adder cells (fa/ha/maj) | 1 | 340 |
## routing by layer
layer  wire length (µm)  share of wire, %  up-vias  GRT usage [%]
li1                   -                 -      266              -
met1                653                47      223           5.80
met2                549                39       24           6.02
met3                187                13        2           1.82
met4                  8              0.57        0          0.880
met5                  0                 0        -              0
## kinds of logic after synthesis
group                      count (synthesis)  share of synthesized area [%]
buffers and inverters                     20                           20.2
adders and majority gates                  6                           11.1
and+or+nand+nor                           26                           25.6
muxes                                      3                           4.45
other                                      1                          0.556
AOI/OAI and AO/OA                         13                           11.3
DFF                                        9                           26.7
## final cells by class
cell class,count,area (µm²)
Fill cell,376,2550
Timing Repair Buffer,18,180
Inverter,3,11.3
Sequential cell,9,180
Clock buffer,4,26.3
Multi-Input combinational cell,63,410
Tap cell,46,57.6
Power figures rest on the tool's default switching activity, not on a simulated workload.
