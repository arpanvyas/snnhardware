==> ./design.v <==
`timescale 1ns/1ps
module lookup_minus(
	input		clk,
	input		rst,
	input		[7:0]lut_in,
	output	[24-1:0]lut_out
    );
wire		clk,rst;
wire		[7:0]lut_in;
reg		[24-1:0]lut_out;
always @(posedge clk)
begin
	if (rst) begin
	lut_out =0;
	end else begin
	case (lut_in)
		8'b00010100: lut_out = 24'b000000000000000000001001;  
		8'b00010011: lut_out = 24'b000000000000000000001010;  
		8'b00010010: lut_out = 24'b000000000000000000001101;  
		8'b00010001: lut_out = 24'b000000000000000000010000;  
		8'b00010000: lut_out = 24'b000000000000000000010100;  
		8'b00001111: lut_out = 24'b000000000000000000011000;  
		8'b00001110: lut_out = 24'b000000000000000000011101;  
		8'b00001101: lut_out = 24'b000000000000000000100100;  
		8'b00001100: lut_out = 24'b000000000000000000101100;  
		8'b00001011: lut_out = 24'b000000000000000000110110;  
		8'b00001010: lut_out = 24'b000000000000000001000010;  
		8'b00001001: lut_out = 24'b000000000000000001010001;  
		8'b00001000: lut_out = 24'b000000000000000001100011;  
		8'b00000111: lut_out = 24'b000000000000000001111001;  
		8'b00000110: lut_out = 24'b000000000000000010010100;  
		8'b00000101: lut_out = 24'b000000000000000010110100;  
		8'b00000100: lut_out = 24'b000000000000000011011100;  
		8'b00000011: lut_out = 24'b000000000000000100001101;  
		8'b00000010: lut_out = 24'b000000000000000101001001;  
		default	  : lut_out = 32'b000000000000000000000000;	
	endcase
	end
end 
endmodule
==> ./run.sh <==
#!/bin/bash
# OpenROAD 26Q1-2900-gdf79404cd8, Yosys 0.63+post, stock flow scripts
make -C /OpenROAD-flow-scripts/flow DESIGN_CONFIG=/design/flow/config.mk WORK_HOME=/design/flow/orfs finish
==> ./config.mk <==
export PLATFORM = sky130hd
export DESIGN_NAME = lookup_minus
export DESIGN_NICKNAME = lookup_minus
export VERILOG_FILES = /design/flow/design.v
export SDC_FILE = /design/flow/constraint.sdc
export NUM_CORES = 4
export LEC_CHECK = 1
export CORE_AREA = 10 10 70 70
export DIE_AREA = 0 0 80 80
==> ./constraint.sdc <==
current_design lookup_minus

set clk_period 2.0
set clk_io_pct 0.2

create_clock -name clk0 -period $clk_period [get_ports {clk}]

set non_clock_inputs [all_inputs -no_clocks]
set_input_delay [expr $clk_period * $clk_io_pct] -clock clk0 $non_clock_inputs
set_output_delay [expr $clk_period * $clk_io_pct] -clock clk0 [all_outputs]
==> impl_metrics.csv <==
group,metric,value,unit
pwr,p_comb_share,21.7,%
setup_path,critPathRequiredTime,2.18,ns
setup_path,arrival,1.80,ns
setup_path,endpoint,"lut_out[3]$_SDFF_PP0_",
yosys,yosysChipArea,674,sq um
yosys,synthArstFlopShare,0,%
setup_path,path_class,"input pin to flip-flop",
global_routing,grt_pass1_wl,2.33,mm
detailed_routing,drc,0,
timing,slew_violations,0,
timing,max_freq,614,MHz
detailed_routing,drt_wl_total,1.40,mm
setup_path,cp_cell_sequence,"clkdlybuf4s50_1, inv_1, ha_1, mux2i_1, a21oi_1, o22ai_1",
yosys,ys_seq_elements,9,
flow_run,warnings,30,
detailed_routing,avgRoutedWirePerCell,9.60,um
die,coreArea,3420,sq um
yosys,synth_area,674,sq um
clocking,cts_hold_buf,0,
die,io_pins,34,
layout,mostFrequentLayoutCells,"clkdlybuf4s50_1, conb_1, dfxtp_1",
setup_path,path_max_fanout,8,
layout,lay_top_count,"clkdlybuf4s50_1",
clocking,cts-buffers-inserted,3,
global_routing,grt-ovfl-total,0,
layout,drive_above_1_share,11.0,%
pwr,peakVddDrop,125,uV
yosys,ys_cells,78,
pwr,power.share.switching,24.4,%
clocking,ctsResizeCount,0,
die,rows,21,
die,die_x,80,um
detailed_routing,firstDrtPassIters,4,
yosys,synth_cell_types,25,
min_path,hold_class,"input pin to flip-flop",
timing,setup_violations,0,
clocking,clk_pin_slew,0.05,ns
detailed_routing,vias_per_cell,3.40,
die,die_h,80,um
die,initCoreUtil,19.7,%
detailed_routing,drtIter0Drc,18,
setup_path,cp-end-kind,"flip-flop",
detailed_routing,num_antenna_cells,0,
clocking,cts-htree-levels,1,
flow_run,drv_cap,0,
yosys,edf_count,0,
setup_path,cp.depth,6,
detailed_routing,final_antenna_net_count,0,
global_routing,grt_use_total,4.25,%
timing,hold_viol,0,
timing,grt_setup_unrepaired,"false",
pwr,p_per_area,449,nW/um^2
global_routing,grt_pass1_vias,543,
pwr,intPower,0.301,mW
yosys,yosys_warnings,1,
pwr,p_seq_share,45.5,%
status,outcome,"complete, no violations",
clocking,cts_root_buf,"clkbuf_4",
setup_path,cp-startpoint,"lut_in[1]",
layout,largest_reg_flops,9,
detailed_routing,dr_total_vias,496,
placement,place.gp.congestion,0.785,
timing,fin_ws,0.372,ns
placement,dp_hpwl,1.23,mm
setup_path,critPathBufInv,2,
layout,n_fill_cell,384,
global_routing,antenna_found_initial,0,
placement,preCtsSetupSlack,0.125,ns
timing,setup_tns,0,ns
pwr,p_clk_share,32.8,%
setup_path,crit_path_top_delay_cell,"clkdlybuf4s50_1",
timing,period_used_share,81.4,%
global_routing,grt_max_degree,12,
clocking,post-cts-setup-buffers,0,
pwr,leakage,0.367,nW
clocking,cts_tree,"yes",
setup_path,cp-start-kind,"input pin",
placement,portBuffers,18,
setup_path,cp_top_family,"buffers and inverters",
clocking,clock_path_buffers,2,
die,die_area,6400,sq um
setup_path,cpPeakStageDelay,0.62,ns
yosys,postSynthCellCount,78,
yosys,ys_seq_share,26.7,%
timing,fin_crit,1.63,ns
clocking,cts_num_sinks,9,
layout,area_delta_synth_final,31.7,%
yosys,ff_type,"dfxtp_1",
pwr,p_switching,0.0975,mW
yosys,syn_avg_cell_area,8.65,sq um
==> worst min path at each step <==
stage / start / slack [ns] / cells after the start / end
CTS: rst / 0.86 / 3 / lut_out[4]$_SDFF_PP0_
global route: rst / 0.88 / 3 / lut_out[4]$_SDFF_PP0_
finish: rst / 0.87 / 3 / lut_out[4]$_SDFF_PP0_
==> cell type report <==
| type | instances | area [sq um] | share of cell area (%) |
|---|---|---|---|
| timing repair buffer | 21 | 203 | 22.8 |
| inverter | 3 | 11.3 | 1.27 |
| multi-input combinational | 63 | 410 | 46.2 |
| tap | 46 | 57.6 | 6.48 |
| sequential | 9 | 180 | 20.3 |
| clock buffer | 4 | 26.3 | 2.96 |
==> power groups by stage <==
stage | sequential, mW | clock (mW) | combinational (mW)
finish | 0.181 | 0.131 | 0.0866
CTS | 0.181 | 0.138 | 0.0877
global route | 0.181 | 0.148 | 0.0992
==> cells by family (layout without fill, tap and decap cells) <==
group | Yosys count | in the layout | share of synthesized area, %
simple gates | 26 | 26 | 25.6
fa+ha+maj | 6 | 6 | 11.1
other cells | 1 | 15 | 0.556
mux | 3 | 3 | 4.45
compound gates | 13 | 13 | 11.3
flops | 9 | 9 | 26.7
buf+inv | 20 | 28 | 20.2
==> tightest hold or removal path: cells and delay by family <==
kind                   cells  cell delay (ns)
buffers and inverters      1             0.50
AND-OR/OR-AND              1             0.10
AND/OR/NAND/NOR            1             0.06
==> Yosys cell counts, types with 2 or more instances <==
cell      instances  area (sq um)
and2_1            2          12.5
nor2_1            8          30.0
o21ai_0           3          15.0
buf_4            16           120
o22ai_1           2          12.5
nor3_2            2          20.0
mux2i_1           3          30.0
nand2b_1          4          25.0
ha_1              6          75.1
a21oi_1           5          25.0
dfxtp_1           9           180
nand2_1           3          11.3
inv_1             3          11.3
==> metrics by stage <==
stage | utilization, % | instance area [sq um] | hold WS (ns) | instances | power [mW]
after floorplan | - | 727 | 0.565 | 92 | 0.250
after global placement | 25.2 | 862 | 1.07 | 142 | 0.274
after detailed placement | 25.2 | 862 | 1.07 | 142 | 0.273
after CTS | 26.0 | 888 | 0.860 | 146 | 0.407
after global routing | 26.0 | 888 | 0.883 | 146 | 0.429
final | 26.0 | 888 | 0.866 | 146 | 0.399
==> layer usage <==
layer / GRT usage, % / share of wire, %
met4: 0.880 / 0.57
met3: 1.59 / 11
met1: 6.38 / 50
met2: 5.54 / 38
met5: 0 / 0
Power figures rest on the tool's default switching activity, not on a simulated workload.
