**flow/design.v**
```verilog
`timescale 1ns/1ps
module pot_adder(
		input				clk,rst,
		input				TU_incre,
		input				start_core_img,
		input				start_pp1,
		input				start_pp2,
		input				start_pp3m,
		input				start_pp3,
		input				won_lost_hold,
		input[784-1:0]	spike_ip_nub,
		input[24-1:0]	data_r,
		output[9:0]		addr_r,
		output[24-1:0]	potential,
		output			spike_pp,
		output			valid_pp1,
		output			valid_pp2,
		output			valid_pp3m,
		output			valid_pp3,
		output			ref,
		output			dec
    );
parameter M = 784, N = 8, W=32,
			 IM_WID = 28, IM_HEI = 28,
			 D = (0.15)*4096, TH = (3.666666666)*4096, REF = 30,
			 PRES = 0, PMIN = -500*4096, WMAX = 1.5*4096,
			 WMIN = -1.2*4096;	
reg signed[24-1:0] threshold,pot_rest,decay,pot_min;			 
wire	signed[24-1:0] data_r;
reg signed[24-1:0]potential;
reg				  spike_pp; 
reg				  valid_pp1;
reg				  valid_pp2;
reg				  valid_pp3m;
reg				  valid_pp3;
parameter [2:0]	idle 		= 3'b000,
						pp1  		= 3'b001,  
						pp2  		= 3'b010,  
						pp3_a 	= 3'b011,  
						pp3_b		= 3'b100,
						pp3_c		= 3'b101;
reg[2:0]		state_reg;
reg[9:0]		index;
reg[9:0]		addr_r; 
always@(posedge clk, posedge rst)
begin
	if(rst) begin
	potential	<= PRES;
	valid_pp1	<= 0;		valid_pp2	<= 0;
	valid_pp3	<= 0;		valid_pp3m	<= 0;
	index			<= 0;		addr_r		<= 0;
	state_reg	<= idle;
	spike_pp		<= 0;
	end else if(start_core_img) begin
	potential	<= PRES;
	valid_pp1	<= 0;		valid_pp2	<= 0;
	valid_pp3	<= 0;		valid_pp3m	<= 0;
	index			<= 0;		addr_r		<= 0;
	state_reg	<= state_reg;
	spike_pp		<= 0;
	end else begin
		valid_pp1	<= 0;		valid_pp2	<= 0;
		valid_pp3	<= 0;		valid_pp3m	<= 0;
		case(state_reg)
		idle	: begin
					index 		<= 0;
					spike_pp		<= 0;
					addr_r		<= 0;
					if(start_pp1) begin
					state_reg	<= pp1;
					end else if(start_pp2) begin
					state_reg	<= pp2;
					addr_r		<= 1;
					end else if(start_pp3) begin
					state_reg	<= pp3_a;
					addr_r		<= 1;
					end else begin
					state_reg	<= idle;
					end
				end
		pp1	:	begin
						if(ref) begin
						potential <= potential;
						end else if(potential > PRES) begin
						potential <= potential - D;
						end else begin 
						potential <= potential;
						end
						valid_pp1 <= 1'b1;
						spike_pp	 <= 1'b0;
						state_reg <= idle;
					end
		pp2	: begin
					if(ref) begin
						valid_pp2 <= 1'b1;
						spike_pp	 <= 1'b0;
						state_reg <= idle;
					end else begin
						index 	 <= index + 1;
						addr_r	 <= addr_r + 1;
						if(index<784) begin
							if(spike_ip_nub[index]) begin
								potential <= potential + data_r;
							end
							state_reg <= state_reg;
						if(index==784-2 || index ==784-1) begin
							addr_r	<= 0;
						end
						end else if(index==784) begin
							if(potential<PMIN) begin
								potential <= PRES;
								valid_pp2 <= 1'b1;
								spike_pp	 <= 1'b0;
								state_reg <= idle;
							end else if(potential>threshold) begin
								potential <= PRES;
								valid_pp2 <= 1'b1;
								spike_pp	 <= 1'b1;
								state_reg <= idle;
							end else if(potential>PRES) begin
								potential <= potential - D;
								valid_pp2 <= 1'b1;
								spike_pp	 <= 1'b0;
								state_reg <= idle;
							end else begin  
								potential <= potential;
								valid_pp2 <= 1'b1;
								spike_pp	 <= 1'b0;
								state_reg <= idle;
							end
							index	<= 0;
							addr_r <= 0;
						 end
					  end
				   end
		pp3_a	: begin
					index <= index + 1;
					addr_r <= addr_r + 1;
					if(index<784) begin
						if(spike_ip_nub[index]) begin
							potential <= potential + data_r;
						end
						state_reg <= state_reg;
						if(index==784-2 || index ==784-1) begin
							addr_r	<= 0;
						end
					end else if (index==784) begin
					valid_pp3m	<= 1'b1;
					state_reg	<= pp3_b;
					index			<= 0;
					addr_r		<= 0;
					end
				end
		pp3_b	: begin
					if(start_pp3m) begin
						if(won_lost_hold) begin
							if(potential<PMIN) begin
								potential <= PRES;
								valid_pp3 <= 1'b1;
								spike_pp	 <= 1'b0;
								state_reg <= idle;
							end else if(potential>threshold) begin
								potential <= PRES;
								valid_pp3 <= 1'b1;
								spike_pp	 <= 1'b1;
								state_reg <= idle;
							end else if(potential>PRES) begin
								potential <= potential - D;
								valid_pp3 <= 1'b1;
								spike_pp	 <= 1'b0;
								state_reg <= idle;
							end else begin  
								potential <= potential;
								valid_pp3 <= 1'b1;
								spike_pp	 <= 1'b0;
								state_reg <= idle;
							end
						end else begin
							if(potential>(threshold/2+PRES)) begin
							potential <= potential-threshold/2;
							end else begin
							potential <= PRES;
							end
							valid_pp3 <= 1'b1;
							spike_pp	 <= 1'b0;
							state_reg <= idle;
						end
					end else begin 
					state_reg	<= state_reg;
					end
				end
		default: begin  
					state_reg	<= idle;
				end
		endcase
	end	
end			
wire			ref;
reg[5:0]		ref_counter;
reg			dec;
always@(posedge clk, posedge rst)
begin
	if(rst) begin
	ref_counter	<= REF+1;
	dec			<= 0;
	end else begin
		if	(TU_incre) begin
			if(ref_counter < REF+1) begin
			ref_counter <= ref_counter + 1;
			end else begin
			ref_counter <= ref_counter;
			end
		end else if(valid_pp2|valid_pp3) begin
			if(spike_pp) begin
			ref_counter	<= 0;
			end
		end else begin
			ref_counter <= ref_counter;
		end
		if(ref_counter==21) begin
			dec	<= 1'b1;
		end else begin
			dec 	<= 1'b0;
		end
	end
end		 
assign ref = ~(ref_counter==REF+1);
always@(posedge clk, posedge rst)
begin
	if(rst) begin
	threshold	<= 0;
	end else begin
		if(tb.uut.core.valid_maxing) begin
			threshold <= (tb.uut.core.threshold);
		end
	end
end
endmodule
```
**flow/run.sh**
```bash
#!/bin/bash
# OpenROAD 26Q1-2900-gdf79404cd8, Yosys 0.63+post, stock flow scripts
make -C /OpenROAD-flow-scripts/flow DESIGN_CONFIG=/design/flow/config.mk WORK_HOME=/design/flow/orfs finish
```
**flow/config.mk**
```make
export PLATFORM = sky130hd
export DESIGN_NAME = pot_adder
export DESIGN_NICKNAME = pot_adder
export VERILOG_FILES = /design/flow/design.v
export SDC_FILE = /design/flow/constraint.sdc
export NUM_CORES = 4
export LEC_CHECK = 1
export CORE_AREA = 10 10 335 335
export DIE_AREA = 0 0 345 345
```
**flow/constraint.sdc**
```tcl
current_design pot_adder

set clk_period 23.7
set clk_io_pct 0.2

create_clock -name clk0 -period $clk_period [get_ports {clk}]

set non_clock_inputs [all_inputs -no_clocks]
set_input_delay [expr $clk_period * $clk_io_pct] -clock clk0 $non_clock_inputs
set_output_delay [expr $clk_period * $clk_io_pct] -clock clk0 [all_outputs]
```
==> impl_metrics.csv <==
group,metric,value,unit
yosys,ys_ff,61,
global_routing,track_usage,14.4,%
yosys,ys_area,11400,µm²
detailed_routing,wl_per_cell,26.4,µm
placed_design,port_buffers,857,
sta,fin_skew,0.00690,ns
global_routing,grt_pass1_vias,15000,
yosys,postSynthCellCount,1152,
clock_tree,clock-sinks,61,
detailed_routing,drc,0,
yosys,synth_seq_share,13.5,%
sta,setup_ws,15.43,ns
detailed_routing,routed_wl,88.7,mm
detailed_routing,initialDrtViolationCount,776,
floorplan,io-pin-count,858,
power_and_ir_drop,power_frac_clock,9.9,%
floorplan,die_h,345,µm
clock_tree,h-tree-depth,3,
clock_tree,insertion_delay,0.34,ns
yosys,adder_share,3.58,%
detailed_routing,dr.pass1.iters,7,
placed_design,pre_cts_ws,14.99,ns
sta,whs,0.524,ns
finish,postLayoutCoreUtil,20.7,%
floorplan,core-area,105000,µm²
flow_run,drv_cap,0,
yosys,synthAoiAreaFrac,19.7,%
yosys,most_common_cell,"mux4_2",
finish,reg_top3,"potential: 24 flops, addr_r: 10 flops, index: 10 flops",
global_routing,grt_max_degree,86,
yosys,ys_top_cells_by_count,"mux4_2 (189), nor2_1 (84), nand2_1 (78)",
yosys,syn_area,11400,µm²
sta,finalClockPeriodUsage,34.9,%
detailed_routing,vias,14000,
clock_tree,cts_buffer_depth,2,
floorplan,rows,119,
yosys,synthArstFlopShare,100,%
power_and_ir_drop,combPwrFrac,74.6,%
power_and_ir_drop,seqPwrFrac,15.5,%
power_and_ir_drop,leakage,0.00735,µW
power_and_ir_drop,p_int,696,µW
sta,tightestPinTransition,1.09,ns
critical_path,slowest_stage,"nor3_1",
sta,finalSetupViolCount,0,
yosys,ys_sh_xor,2.15,%
clock_tree,cts_tree,"yes",
yosys,top_area_cell,"mux4_2",
power_and_ir_drop,power.switching,556,µW
yosys,ys_sh_simple,14.8,%
sta,slew_headroom,27.0,%
yosys,synth_area_per_cell,9.88,µm²
finish,regMostFlops,"potential",
finish,syn_to_final_growth,91.5,%
sta,finalSetupTns,0,ns
clock_tree,clkTransAtPathRegs,0.06,ns
critical_path,path_max_fanout,30,
critical_path,endpoint_kind,"flip-flop",
detailed_routing,antenna_left,0,
hold_path,hold_path_class,"reg -> reg",
clock_tree,postCtsSetupBuffers,0,
global_routing,grt_pass1_wl,120,mm
critical_path,crit_path_max_incr_delay,0.60,ns
yosys,synth_top_area_share,37.4,%
clock_tree,cts-buffers-inserted,9,
finish,largest_reg_flops,24,
floorplan,chipArea,119000,µm²
critical_path,crit_chain,"clkdlybuf4s50_1, mux4_2, mux2i_1, nor3_1, or3_1, nor3_1, nor3_1, a31oi_2, buf_4, or4_1, a41oi_1, o22ai_1",
floorplan,die_w,345,µm
yosys,logic_family,"multiplexers",
power_and_ir_drop,powerDensity,57.4,nW/µm²
yosys,ys_warn_count,8,
sta,fin_crit,8.27,ns
clock_tree,cts_repair_resize_count,0,
critical_path,cpMostUsedCell,"nor3_1",
power_and_ir_drop,irDropWorstVdd,0.0457,mV
sta,hold_viol,0,
floorplan,initCoreUtil,10.8,%
yosys,synth.area.mux_share,40.8,%
yosys,synth.distinct_cells,75,
yosys,topCellsByArea,"mux4_2 (37%), dfrtp_1 (12%), a22oi_1 (3.9%), mux2i_1 (3.4%), ha_1 (3.4%)",
critical_path,crit_required,23.92,ns
placed_design,place.gp.congestion,0.939,
sta,fmax,121,MHz
clock_tree,postCtsHoldBufs,0,
yosys,edf_count,0,
power_and_ir_drop,p_sw_share,44.4,%
detailed_routing,via_per_inst,4.16,
critical_path,cp.arrival,8.49,ns
yosys,synthFlopType,"dfrtp_1",
global_routing,grt_overflow,0,
critical_path,cp-start-kind,"primary input",
flow_run,warnings,28,
global_routing,antenna_found_initial,40,
sta,drv_slew,0,
sta,rsz0062_at_grt,"no",
critical_path,setup.worst_path.class,"in -> reg",
yosys,ys_cells,1152,
outcome,status,"completed",
finish,layout-drive-gt1-share,13.6,%
clock_tree,cts-root-buf,"clkbuf_16",
placed_design,dp_hpwl,77.6,mm
[cells in the final DEF (no fill, tap or decap), types with 9 or more instances in the layout]
cell	instances
a21o_1	10
a21oi_1	76
a221oi_1	10
a22o_1	10
a22oi_1	59
a31oi_1	10
and3_1	12
buf_4	33
clkbuf_16	9
clkdlybuf4s50_1	857
dfrtp_1	51
diode_2	11
ha_1	31
inv_1	17
mux2i_1	39
mux4_2	189
nand2_1	78
nand2b_1	14
nand3_1	37
nor2_1	83
nor2b_1	14
nor3_1	37
nor4_1	15
o211ai_1	9
o21a_1	9
o21ai_0	74
o22ai_1	16
or3_1	9
xnor2_1	20
[final timing paths]
check	startpoint	endpoint	slack, ns	cells past startpoint
worst max-delay path	spike_ip_nub[304]	potential[13]	15.43	12
worst min-delay path	ref_counter[5]	ref_counter[5]	0.52	2
worst max register to register	index[0]	potential[13]	18.08	13
worst min register to register	ref_counter[5]	ref_counter[5]	0.52	2
max in group asynchronous	rst	index[3]	17.95	3
min in group asynchronous	rst	addr_r[6]	4.76	2
[layer usage]
metal | up-vias | routed length, µm | GRT usage [%] | part of all wire, %
li1 | 6359 | - | - | -
met1 | 6816 | 35100 | 17.7 | 40
met2 | 729 | 44400 | 24.8 | 50
met3 | 72 | 7820 | 4.92 | 8.8
met4 | 18 | 1290 | 1.82 | 1.5
met5 | - | 107 | 0.816 | 0.12
[cell type report]
| class | instances | area [µm²] |
|---|---|---|
| clock inverters | 7 | 51.3 |
| well taps | 1391 | 1740 |
| repair buffers | 893 | 8890 |
| flip-flops and latches | 61 | 1550 |
| inverters | 20 | 75.1 |
| diodes | 11 | 27.5 |
| multi-input cells | 970 | 9260 |
| fillers | 11500 | 83300 |
| clock buffers | 9 | 225 |
[power by group through the flow]
stage | clock, µW | sequential (µW) | combinational [µW]
6_report | 124 | 194 | 934
5_1_grt | 132 | 200 | 1020
4_1_cts | 128 | 193 | 945
[metrics by stage]
step           total power [µW]  cell area, µm²  cells
2_1_floorplan               764           11400   1152
3_3_place_gp               1140           21500   3335
3_5_place_dp               1130           21500   3335
4_1_cts                    1270           21800   3351
5_1_grt                    1350           21800   3356
6_report                   1250           21800   3362
[worst max-delay path, delay by kind of cell]
family | cells | cell delay, ns
buf+inv | 2 | 0.79
mux | 2 | 0.37
compound gates | 3 | 0.47
simple gates | 5 | 2.09
[logic make-up after synthesis]
group | after synthesis
and+or+nand+nor | 341
buffers and inverters | 121
DFF | 61
muxes | 228
AOI/OAI and AO/OA | 341
xor gates and xnor gates | 28
adders and majority gates | 32
Power figures rest on the tool's default switching activity, not on a simulated workload.
